$ cat flow/run.sh
#!/bin/bash
# OpenROAD 26Q1-2900-gdf79404cd8, Yosys 0.63+post, stock flow scripts
make -C /OpenROAD-flow-scripts/flow DESIGN_CONFIG=/design/flow/config.mk WORK_HOME=/design/flow/orfs finish
$ cat flow/config.mk
export PLATFORM = sky130hd
export DESIGN_NAME = Rx_Shift
export DESIGN_NICKNAME = Rx_Shift
export VERILOG_FILES = /design/flow/design.v
export SDC_FILE = /design/flow/constraint.sdc
export NUM_CORES = 4
export LEC_CHECK = 1
export CORE_UTILIZATION = 30
$ cat flow/constraint.sdc
current_design Rx_Shift

set clk_period 9.5
set clk_io_pct 0.2

create_clock -name clk0 -period $clk_period [get_ports {clk}]

set non_clock_inputs [all_inputs -no_clocks]
set_input_delay [expr $clk_period * $clk_io_pct] -clock clk0 $non_clock_inputs
set_output_delay [expr $clk_period * $clk_io_pct] -clock clk0 [all_outputs]
$ cat flow/design.v
`timescale 10ns/1ns
module Rx_Shift(clk,RXIn,StartRX2,LatchRXD0,LatchRXD1,ValidRXDIn,RXOut,Size,RXcount);
input clk;
input RXIn;
input StartRX2;
input [3:0] Size;
input [6:0] RXcount;
input LatchRXD0;
input LatchRXD1;
input ValidRXDIn;
output reg [31:0] RXOut;
reg [31:0] RXBuf0;
reg [31:0] RXBuf1;
always @(posedge clk)
begin
	if (StartRX2 == 1 && RXcount <= (Size*8))
	begin
		if (LatchRXD0==1 && ValidRXDIn==1)
		begin
		RXBuf0[(Size*8-1)-RXcount] = RXIn;
		end
		else if(LatchRXD0==1)
		RXBuf0[(Size*8-1)-RXcount] = RXIn;
		else if (LatchRXD1==1 && ValidRXDIn==1)
		begin
		RXBuf1[(Size*8-1)-RXcount] = RXIn;
		end
		else if(LatchRXD1==1)
		RXBuf1[(Size*8-1)-RXcount] = RXIn;
        end
	if(RXcount == 0)
	begin
		if(LatchRXD0 == 1)
			RXOut = RXBuf0;
		else if(LatchRXD1 == 1)
			RXOut = RXBuf1;
	end
end
endmodule
==> commit_impl_results.txt <==
Add synthesis and place-and-route results

* Result of the run: completed
- Once synthesis finished, the tally of register bits stood at roughly 96.
- Final slew viol count: 0
* Number of top-level design ports: approximately 50
- The synthesized netlist handed to floorplanning was reported with a cell count of around 720.
- Tcrit/Tclk final: 87.18%
- TritonCTS sink count: 96
- The cell-mix breakdown from Yosys lists the compound-gate area share as between 10% and 20%.
* R2r worst-path depth: 4
* Std cell rows: around 52
- Listed in order, past its start point the critical path passes clkdlybuf4s50_1, inv_1, ha_1, xor2_1, ha_1, o21ai_0, a22o_1, inv_1, ha_1, or3_1, or4_1, a211o_1, or4_1, a221oi_2, a2bb2oi_1, o21bai_2, nor4_4, buf_4, a41oi_1, or3_1.
* Crit path DAT: between 8 and 9 ns
- After detailed routing, the total wire length is around 16 mm.
- STA classifies the critical path startpoint as an input port.
- The worst-case reg-to-reg setup slack stands at between 8 and 9 ns.
- Highest fanout seen on the critical path: around 50
* Setup TNS: 0 ns
- Max H-tree Level: 3
- Core Footprint: 0.02049 mm^2
- Power spread over the standard cell area amounts to 135.5 mW/mm^2.
- Tally of unique sky130hd cells used after synthesis: between 70 and 80
- Setup repair after global routing left no endpoint under its margin.
- The pin closest to its max-slew limit shows a slew of around 0.8 ns.
- Once the clock tree was built, the setup fixing pass inserted 0 buffers.
- Worst path depth: 20
- The script logs the mean routed wire length per placed instance as between 15 and 20 um.
- Required arrival time at the worst endpoint: around 9.6 ns
* Number of design rule violations left after detail routing: 0
- Area fraction in full adders, half adders and majority gates: 3.734%
* Wire length of the first global-routing pass: 26.52 mm
- Entering global routing, the biggest net connects 69 pins.
* Antenna Diode Count: 0
- For reference, the critical path is launched at Size[0].
* Seq/Total Area, Yosys: roughly a third
- Die width: approximately 150 um
- Final-layout fill cell count: approximately 2100
- Worst hold-check path type: flop to flop
- The top cell type by area accounts for between 20 and 25% of the synthesized area.
- Detailed Place HPWL: between 10 and 15 mm
* Insertion delay to the later sink of the worst-skew pair: ~0.35 ns
- Area taken by multi-input logic gates: approximately 0.0038 mm^2
* Resized Gates After CTS: 0
- Of all flip-flops after synthesis, the portion carrying an async set or reset was 0%.
- Summed over all instances, the cell type with the most area after synthesis is dfxtp_1.
- Looking at the reg2reg group, the worst path starts from RXBuf1[16]$_DFF_P_.
* CP delay by family, top: simple AND/OR/NAND/NOR gates
* Remaining global-route overflow: 0
* CP Buf/Inv Count: 4
- Synthesized area per cell: 8.854 um^2
* Timing endpoint of the critical path: RXOut[4]$_DFFE_PP_
- Die Ht: ~150 um
- TritonCTS created 9 clock buffers.
* Final setup violation count: 0
* Yosys stat cell total: ~720
- The routed design shows a via density per instance of about 5.4.
* Clock skew: between 0.005 and 0.006 ns
- Counting flops with a built-in enable in the synthesized netlist gives 32.
- Placement-stage worst setup slack: around 0.9 ns
* Sequential cell area: 0.002242 mm^2
- Among all stages on the critical path, the largest delay is contributed by or4_1.
- Post-route minimum period: ~8.3 ns
* Signed area change from the synthesized netlist to the final layout: 15.66%
- The cell-mix breakdown from Yosys lists the XOR/XNOR area share as 1.789%.
- Before antenna repair, the detailed router went through 4 iterations.
* Smallest setup slack after layout: around 1.2 ns
- Number of antenna violations at the first check in global routing: 0
- For this configuration, the core starts out at a cell density of 31.06%.
- Post-Synth Simple-Gate Area: between 20% and 30%
* Number of nets still failing antenna checks after routing: 0
* Layout cells sized above 1: 14.19%
- For this run the top cell type by instance count after synthesis was nand3_1.
* First-iteration detailed-routing DRC count: ~430
- The mapped netlist covers approximately 0.0064 mm^2.
- Leading cell types by total area after synthesis: dfxtp_1, edfxtp_1, mux2_2
- Counting the warning lines in the Yosys log gives 1.
- On the reported timing paths, the clock transition at the registers reads around 0.070 ns.
- Fmax achieved: around 120 MHz
- The endpoint identified for the worst register-to-register timing path is RXOut[16]$_DFFE_PP_.
* Proportion of synthesized area in mux cells: between 10 and 15%
- Final Hold Viols: 0
- The number of global-route vias before repair was roughly 4900.
- The root buffer cell chosen for the clock tree is clkbuf_16.
- The stat command in Yosys gives a chip area of 0.006366 mm^2.
- Total vias in the final route: ~5500
- By count the netlist is led by nand3_1, dfxtp_1, nand2_1, mux2_2, edfxtp_1.
* Final Instance Count excl. Fillers: ~1000
* Leak pwr: 2.830 nW
- Per the CTS log, the buffer count on the longest clock path is 2.
- Slew HR: a little under half
* CP Capture Type: flop
- Buffers inserted to repair hold after CTS numbered 0.
* IR drop worst, VDD: approximately 0.087 mV
- Most numerous cell on the critical path: ha_1
- OpenROAD warning count: 28
- The final weighted congestion recorded by global placement is between 0.8 and 0.9.
* Combinational family with the most area after synthesis: simple AND/OR/NAND/NOR gates
* Largest incremental delay on the critical path: around 0.57 ns
- Reported max-cap violation count: 0
- Dpl cells: around 1000
- Global-route usage over all layers: between 10% and 20%
- Port buffering added ~47 buffers.
- The worst setup path is of the input port to flop kind.
- Total Die Area: 0.02181 mm^2
- TritonCTS clock tree: built
* Commonest flop: dfxtp_1
==> through the flow <==
step           utilization (%)  total power, mW  hold WS, ns  cell area (um^2)
2_1_floorplan                -           0.5868       0.4389              6366
3_3_place_gp             34.48           0.6391       0.4495              7067
3_5_place_dp             34.48           0.6400       0.4549              7067
4_1_cts                  35.93            1.004       0.4681              7363
5_1_grt                  35.93            1.045       0.4842              7363
6_report                 35.93           0.9979       0.4667              7363
==> power breakdown <==
group	total (mW)	switching, mW	internal (mW)
clock	0.365	0.161	0.204
sequential	0.422	0.000162	0.422
combinational	0.211	0.139	0.0720
==> layer usage <==
layer | vias up | part of all wire, % | track usage [%]
met5 | - | 0 | 0
met4 | 0 | 0.64 | 0.9794
met3 | 9 | 4.0 | 2.173
met2 | 101 | 44 | 23.42
met1 | 2646 | 51 | 24.79
li1 | 2751 | - | -
==> layout by cell type (no fill, tap or decap), types with 9 or more instances in the layout <==
cell type	count
nand3_1	76
dfxtp_1	64
nand2_1	61
mux2_2	57
clkdlybuf4s50_1	45
edfxtp_1	32
nor2_1	31
inv_1	29
a31oi_1	29
nor3_1	20
ha_1	19
o21ai_0	15
nand2b_1	15
mux2i_1	15
a21oi_1	14
buf_4	14
a211o_1	13
nand4_1	12
and3_1	12
and2_1	11
o211ai_1	11
nor2b_1	9
or3_1	9
clkbuf_16	9
==> kinds of logic (layout without fill, tap and decap cells) <==
family | count (synthesis) | after routing
multiplexers | 75 | 75
AND-OR/OR-AND | 144 | 144
AND/OR/NAND/NOR | 292 | 292
adder cells (fa/ha/maj) | 19 | 19
flip-flops | 96 | 96
XOR/XNOR | 13 | 13
buffers and inverters | 80 | 108
==> sequential cells by signal (all words and copies together), names as in the netlist <==
register,flops
RXOut,32
RXBuf1,32
RXBuf0,32
==> how the worst min path moves through the flow <==
stage	startpoint	to	slack, ns	depth (start not counted)
6_report	RXBuf1[30]$_DFF_P_	RXBuf1[30]$_DFF_P_	0.47	2
5_1_grt	RXBuf0[25]$_DFF_P_	RXBuf0[25]$_DFF_P_	0.48	1
4_1_cts	RXBuf1[14]$_DFF_P_	RXBuf1[14]$_DFF_P_	0.47	2
==> worst reg2reg max path, cell delays in order, from the launching register on <==
cell	delay [ns]
dfxtp_1	0.33
a211oi_1	0.21
a21oi_1	0.06
o21ai_0	0.12
a31oi_1	0.12
==> layout make-up <==
| class | instances | share of cell area (%) |
|---|---|---|
| well taps | 270 | 4.588 |
| multi-input cells | 543 | 51.67 |
| clock buffers | 9 | 3.059 |
| repair buffers | 61 | 7.681 |
| flip-flops and latches | 96 | 30.45 |
| inverters | 31 | 1.580 |
| clock inverters | 7 | 0.9686 |
Power figures rest on the tool's default switching activity, not on a simulated workload.

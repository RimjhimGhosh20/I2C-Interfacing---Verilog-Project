==> flow/config.mk <==
export PLATFORM = sky130hd
export DESIGN_NAME = counterRX
export DESIGN_NICKNAME = counterRX
export VERILOG_FILES = /design/flow/design.v
export SDC_FILE = /design/flow/constraint.sdc
export NUM_CORES = 4
export LEC_CHECK = 1
export CORE_UTILIZATION = 30
==> flow/constraint.sdc <==
current_design counterRX

set clk_period 13.4
set clk_io_pct 0.2

create_clock -name clk0 -period $clk_period [get_ports {clk}]

set non_clock_inputs [all_inputs -no_clocks]
set_input_delay [expr $clk_period * $clk_io_pct] -clock clk0 $non_clock_inputs
set_output_delay [expr $clk_period * $clk_io_pct] -clock clk0 [all_outputs]
==> flow/design.v <==
`timescale 10ns/1ns
module counterRX(clk, RXcount, DecRXCount, Burst, Size);
input clk;
input DecRXCount;
input [6:0]Burst;
input [3:0]Size;
output reg [6:0] RXcount;
integer size1, burst, size;
reg init;
initial
begin
	init = 1;
end
always@(posedge clk)
begin
	if (DecRXCount==0)
		begin
		if(Size >0 && init ==1)
		begin
		burst = Burst;
		size = Size*8-1;
		RXcount = size;
		init = 0;
		end
		if(size==0)
		begin
		size = Size*8-1;
		RXcount = size;
		end		
		else
		begin
		size = RXcount;
		end
		end 
	if(size==0 && DecRXCount==1)
		begin
		burst = burst-1;
		size = Size*8;
		end
	if(burst!=0 && DecRXCount==1)
		begin
		size =size-1;
		RXcount = size;
		end
end
endmodule
==> flow/run.sh <==
#!/bin/bash
# OpenROAD 26Q1-2900-gdf79404cd8, Yosys 0.63+post, stock flow scripts
make -C /OpenROAD-flow-scripts/flow DESIGN_CONFIG=/design/flow/config.mk WORK_HOME=/design/flow/orfs finish
==> run_results.csv <==
group,metric,value,unit
clocking,cts_resized,0,
yosys,synthArstFlopShare,0,
final_timing,period_used_share,0.649,
yosys,ys.flops,72,
job,cap_violations,0,
floorplan,die_h,130,um
clocking,cts-htree-levels,3,
routing,dr_total_vias,4475,
final_timing,period_needed,8.69,ns
routing,n_antenna_cell,0,
layout,fill_cells,1572,
pwr,cellPowerDensity,115,nW/um^2
outcome,run_status,"complete, no violations",
floorplan,die_w,130,um
place,place.gp.congestion,0.962,
critical_path,cp_cell_sequence,"clkdlybuf4s50_1, inv_1, ha_1, or3b_1, nand2_1, buf_4, inv_2, mux2i_1, ha_1, nor3b_1, a31o_2, a21boi_0, nand3_1, o41ai_1, a211oi_1, nor3_1, nand3_1, and3_1, xnor2_1",
yosys,synth_area_per_cell,8.59,sq um
yosys,ys_seq_share,0.312,
routing,drt_pre_antenna_iters,7,
critical_path,cp_num_buf_inv,4,
critical_path,critPathTopFamily,"simple AND/OR/NAND/NOR gates",
floorplan,pin_count,20,
critical_path,crit_cells,19,
hold_path,whs_path_depth,2,
layout,drive_gt1_frac,0.112,
hold_path,hold_class,"reg -> reg",
critical_path,arrival,8.89,ns
grt,grt_overflow_total,0,
yosys,syn_area,4880,sq um
floorplan,fp_util,0.307,
clocking,clkSlewWorstSetupHoldPaths,0.06,ns
place,dp_hpwl,9120,um
final_timing,tightest_slew,0.982,ns
final_timing,tns,0,ns
grt,grt_util_all_layers,0.164,
final_timing,setup_viol_count_final,0,
pwr,peakVddDrop,0.0000591,V
clocking,numCtsBuffers,9,
critical_path,crit_required,13.59,ns
routing,wire_per_inst,16.3,um
clocking,cts_tree,"done",
grt,grt_pass1_wl,21700,um
critical_path,critPathMaxFanout,32,
routing,antenna_left,0,
critical_path,worstSetupEndpointType,"flip-flop",
critical_path,critical_path_class,"in -> reg",
yosys,ff_type,"dfxtp_1",
clocking,ctsHoldBuffers,0,
yosys,ys_types,89,
critical_path,max_stage_delay,0.79,ns
yosys,netlist_instances,568,
routing,dr.first_iter.drc_count,362,
final_timing,clock-skew-final,0.00679,ns
place,io_buffers,19,
pwr,fin_total_pwr,635,uW
clocking,numClockSinks,72,
floorplan,rows,46,
grt,grt_antenna_before_repair,0,
critical_path,reg2regPathDepth,16,
final_timing,rsz0062_at_grt,"false",
grt,grt_max_degree,58,
floorplan,chip_area,16800,sq um
floorplan,core,15900,sq um
routing,drc,0,
clocking,cts_root_buffer,"clkbuf_16",
clocking,cts_setup_buffers,0,
critical_path,cp_slowest_cell,"nand3_1",
job,log.warning_count,26,
clocking,insertion_delay,0.34,ns
pwr,p_leak,1.98,nW
yosys,edf_count,8,
yosys,yosysChipArea,4880,sq um
layout,area_growth,13.5,%
final_timing,hold_ws,0.507,ns
final_timing,maxSlewViolCount,0,
yosys,yosys_cells,568,
clocking,clockBufferDepth,2,
final_timing,slew_headroom,0.328,
routing,totalWireLength,12900,um
critical_path,crit_path_start_kind,"input port",
routing,viasPerCell,5.63,
final_timing,finalHoldViolCount,0,
grt,grt_pass1_vias,4135,
final_timing,max_freq,115,MHz
yosys,yosys_warnings,1,
[registers in the layout, indices dropped and copies added (netlist names)]
name     count
init         1
size        32
burst       32
RXcount      7
[routing by layer]
metal,global-route usage,vias up,routed length [um]
met5,0,-,0
met4,0.0260,0,255
met3,0.0332,25,712
met2,0.244,138,5620
met1,0.252,2136,6350
li1,-,2176,-
[Yosys cell counts, types with 11 or more instances]
cell	number	area [sq um]
nand2_1	37	139
clkbuf_1	11	41.3
mux2i_1	21	210
a31oi_1	12	75.1
o21ai_0	18	90.1
dfxtp_1	64	1280
nor3_1	26	130
a21oi_1	18	90.1
nand4_1	21	131
nor4_1	16	100
nand3_1	22	110
xor2_1	18	158
nor2_1	49	184
xnor2_1	26	228
inv_1	13	48.8
[kinds of logic (layout without fill, tap and decap cells)]
| logic type | count (synthesis) | count (layout) | share of synthesized area |
|---|---|---|---|
| DFF | 72 | 72 | 0.312 |
| other | 1 | 1 | 0.000768 |
| buffers and inverters | 44 | 55 | 0.0441 |
| AOI/OAI and AO/OA | 126 | 126 | 0.199 |
| adders and majority gates | 4 | 4 | 0.0103 |
| muxes | 24 | 24 | 0.0508 |
| xor gates and xnor gates | 44 | 44 | 0.0790 |
| and+or+nand+nor | 253 | 253 | 0.305 |
[layout make-up]
cell class / count / area [sq um] / area share
Inverter: 15 / 56.3 / 0.0102
Multi-Input combinational cell: 452 / 3140 / 0.568
Sequential cell: 72 / 1520 / 0.275
Timing Repair Buffer: 24 / 223 / 0.0402
Clock inverter: 5 / 60.1 / 0.0108
Clock buffer: 11 / 264 / 0.0477
Tap cell: 216 / 270 / 0.0488
[placed cells by master (no fill, tap or decap), drive strengths merged, types with 5 or more instances in the layout]
| master | synthesis | layout |
|---|---|---|
| a21oi | 19 | 19 |
| nor4b | 5 | 5 |
| edfxtp | 8 | 8 |
| nor4 | 21 | 21 |
| o21ai | 20 | 20 |
| clkbuf | 11 | 11 |
| or4 | 8 | 8 |
| and3 | 11 | 11 |
| xnor2 | 26 | 26 |
| nand4 | 24 | 24 |
| or3 | 11 | 11 |
| inv | 15 | 16 |
| nor3 | 27 | 27 |
| clkdlybuf4s50 | 0 | 18 |
| buf | 18 | 6 |
| o31ai | 8 | 8 |
| a211oi | 12 | 12 |
| a31oi | 13 | 13 |
| o211ai | 6 | 6 |
| nand2b | 8 | 8 |
| nor2 | 51 | 51 |
| xor2 | 18 | 18 |
| nand3 | 25 | 25 |
| a311oi | 6 | 6 |
| mux2i | 21 | 21 |
| dfxtp | 64 | 64 |
| nand2 | 38 | 38 |
[through the flow]
stage | util | setup slack (ns) | instance area (sq um) | std cells
2_1_floorplan | - | 6.60 | 4880 | 568
3_3_place_gp | 0.328 | 4.73 | 5220 | 779
3_5_place_dp | 0.328 | 4.52 | 5220 | 779
4_1_cts | 0.349 | 4.85 | 5540 | 795
5_1_grt | 0.349 | 4.28 | 5540 | 795
6_report | 0.349 | 4.71 | 5540 | 795
[worst min-delay path: stages (launching register included)]
cell and delay [ns]:
dfxtp_1 0.30, nand2_1 0.05, mux2i_1 0.09
[power breakdown]
part	total (mW)	internal, mW	switching, mW
logic	0.115	0.0542	0.0613
clock network	0.257	0.161	0.0955
registers	0.262	0.241	0.0217
total	0.635	0.456	0.178
[worst paths after layout]
path | startpoint | endpoint | slack [ns]
worst min register to register | burst[31]$_DFF_P_ | burst[31]$_DFF_P_ | 0.51
worst min-delay path | burst[31]$_DFF_P_ | burst[31]$_DFF_P_ | 0.51
worst max register to register | init$_DFFE_PP_ | size[6]$_DFF_P_ | 7.43
worst max-delay path | Size[0] | size[6]$_DFF_P_ | 4.71
Power and IR drop assume default switching activity.
